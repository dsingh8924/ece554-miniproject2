**design/flow/config.mk**
```make
export PLATFORM = sky130hd
export DESIGN_NAME = aFifo
export DESIGN_NICKNAME = aFifo
export VERILOG_FILES = /design/flow/design.v
export SDC_FILE = /design/flow/constraint.sdc
export NUM_CORES = 4
export LEC_CHECK = 1
export CORE_UTILIZATION = 50
export SYNTH_MEMORY_MAX_BITS = 65536
```
**design/flow/constraint.sdc**
```tcl
current_design aFifo

set clk_period 166.3
set clk_io_pct 0.2

create_clock -name clk0 -period $clk_period [get_ports {RClk}]
create_clock -name clk1 -period $clk_period [get_ports {WClk}]

set non_clock_inputs [all_inputs -no_clocks]
set_input_delay [expr $clk_period * $clk_io_pct] -clock clk0 $non_clock_inputs
set_output_delay [expr $clk_period * $clk_io_pct] -clock clk0 [all_outputs]
```
**design/flow/design.v**
```verilog
`timescale 1ns / 1ps
module aFifo
  #(parameter    DATA_WIDTH    = 24,
                 ADDRESS_WIDTH = 9,
                 FIFO_DEPTH    = (1 << ADDRESS_WIDTH))
    (output reg  [DATA_WIDTH-1:0]        Data_out, 
     output reg                          Empty_out,
     input wire                          ReadEn_in,
     input wire                          RClk,        
     input wire  [DATA_WIDTH-1:0]        Data_in,  
     output reg                          Full_out,
     input wire                          WriteEn_in,
     input wire                          WClk,
     input wire                          Clear_in);
    reg   [DATA_WIDTH-1:0]              Mem [FIFO_DEPTH-1:0];
    wire  [ADDRESS_WIDTH-1:0]           pNextWordToWrite, pNextWordToRead;
    wire                                EqualAddresses;
    wire                                NextWriteAddressEn, NextReadAddressEn;
    wire                                Set_Status, Rst_Status;
    reg                                 Status;
    wire                                PresetFull, PresetEmpty;
    always @ (posedge RClk)
        if (ReadEn_in & !Empty_out)
            Data_out <= Mem[pNextWordToRead];
    always @ (posedge WClk)
        if (WriteEn_in & !Full_out)
            Mem[pNextWordToWrite] <= Data_in;
    assign NextWriteAddressEn = WriteEn_in & ~Full_out;
    assign NextReadAddressEn  = ReadEn_in  & ~Empty_out;
    GrayCounter GrayCounter_pWr
       (.GrayCount_out(pNextWordToWrite),
        .Enable_in(NextWriteAddressEn),
        .Clear_in(Clear_in),
        .Clk(WClk)
       );
    GrayCounter GrayCounter_pRd
       (.GrayCount_out(pNextWordToRead),
        .Enable_in(NextReadAddressEn),
        .Clear_in(Clear_in),
        .Clk(RClk)
       );
    assign EqualAddresses = (pNextWordToWrite == pNextWordToRead);
    assign Set_Status = (pNextWordToWrite[ADDRESS_WIDTH-2] ~^ pNextWordToRead[ADDRESS_WIDTH-1]) &
                         (pNextWordToWrite[ADDRESS_WIDTH-1] ^  pNextWordToRead[ADDRESS_WIDTH-2]);
    assign Rst_Status = (pNextWordToWrite[ADDRESS_WIDTH-2] ^  pNextWordToRead[ADDRESS_WIDTH-1]) &
                         (pNextWordToWrite[ADDRESS_WIDTH-1] ~^ pNextWordToRead[ADDRESS_WIDTH-2]);
    always @ (Set_Status, Rst_Status, Clear_in)  
        if (Rst_Status | Clear_in)
            Status = 0;   
        else if (Set_Status)
            Status = 1;   
    assign PresetFull = Status & EqualAddresses;   
    always @ (posedge WClk, posedge PresetFull)  
        if (PresetFull)
            Full_out <= 1;
        else
            Full_out <= 0;
    assign PresetEmpty = ~Status & EqualAddresses;   
    always @ (posedge RClk, posedge PresetEmpty)   
        if (PresetEmpty)
            Empty_out <= 1;
        else
            Empty_out <= 0;
endmodule
`timescale 1ns / 1ps
module GrayCounter
   #(parameter   COUNTER_WIDTH = 9)
    (output reg  [COUNTER_WIDTH-1:0]    GrayCount_out,   
     input wire                         Enable_in,   
     input wire                         Clear_in,    
     input wire                         Clk);
    reg    [COUNTER_WIDTH-1:0]         BinaryCount;
    always @ (posedge Clk)
        if (Clear_in) begin
            BinaryCount   <= {COUNTER_WIDTH{1'b 0}} + 1;   
            GrayCount_out <= {COUNTER_WIDTH{1'b 0}};       
        end
        else if (Enable_in) begin
            BinaryCount   <= BinaryCount + 1;
            GrayCount_out <= {BinaryCount[COUNTER_WIDTH-1],
                              BinaryCount[COUNTER_WIDTH-2:0] ^ BinaryCount[COUNTER_WIDTH-1:1]};
        end
endmodule
```
**design/flow/run.sh**
```bash
#!/bin/bash
# OpenROAD 26Q1-2900-gdf79404cd8, Yosys 0.63+post, stock flow scripts
make -C /OpenROAD-flow-scripts/flow DESIGN_CONFIG=/design/flow/config.mk WORK_HOME=/design/flow/orfs finish
```
==> flow_metrics.py <==
# Synthesis and PnR figures
metrics = {
    "outcome": {
        "status": "complete, but fails checks",
        "violations": "capacitance limit, slew limit",
    },
    "power_and_ir_drop": {
        "powerDensity_nw_per_um2": 12.0,
        "power_mw": 6.48,
        "leakage_nw": 162,
        "ir_drop_v": 0.00000913,
    },
    "die": {
        "dieArea_sq_um": 957000,
        "io_pins": 55,
        "fp_util": 0.502,
        "die_y_microns": 978,
        "coreArea_sq_um": 950000,
        "die_x_microns": 978,
        "core.rowCount": 358,
    },
    "cells_and_area": {
        "area_growth_syn_to_layout_pct": 12.9,
        "drive_above_1_share": 0.226,
        "stdcell_area_sq_um": 538000,
        "final_cells": 38200,
    },
    "sta": {
        "unclocked_regs": 1,
        "slew_headroom": -0.0963,
        "worst_slew_pin_slew_ns": 1.63,
        "setup_violations": 0,
        "unconstrained_endpoints": 1,
        "fin_skew_ns": 0.0870,
        "hold_violations": 0,
        "rsz0062_at_grt": "no",
        "final.setup.tns_ns": 0,
        "finalMaxSlewViolations": 11,
        "setup_slack_ns": 129.53,
    },
    "worst_setup_path": {
        "worstPathRequired_ns": 167.10,
        "cp-start-kind": "primary input",
        "r2r-start": "GrayCounter_pRd.BinaryCount[1]$_SDFFE_PP0P_",
        "end_kind": "register",
        "r2r_cells": 19,
        "r2r_end": "Data_out[21]$_DFFE_PP_",
        "cp.arrival_ns": 37.57,
        "cp_max_fo": 20,
        "r2r_setup_slack_ns": 155.29,
        "critPathKind": "primary input to register",
    },
    "grt": {
        "first_global_vias": 256000,
        "grt_max_degree": 120,
        "track_usage": 0.338,
        "grt_first_pass_wirelength_microns": 1980000,
        "antenna_found_initial": 102,
        "gr-total-overflow": 0,
    },
    "hold_path": {
        "hold_path.class": "register to asynchronous set/reset pin",
    },
    "placed_design": {
        "preCtsSetupSlack_ns": 128.45,
        "place_congestion": 1.05,
        "dpl_cell_area_sq_um": 498000,
        "hpwl_microns": 924000,
        "portBuffers": 53,
        "dp.cells": 35800,
    },
    "synth": {
        "async_flop_share": 0.000162,
        "ys_area_sq_um": 477000,
        "syn_inst": 23100,
        "numSynthFlops": 12300,
        "synth_cell_type_count": 70,
        "yosys_warnings": 2,
        "enable_flop_cells": 12300,
        "synthFlopType": "edfxtp_1",
        "syn-cell-area_sq_um": 477000,
        "synth-cells-yosys": 23100,
        "synth.avg_cell_area_sq_um": 20.7,
    },
    "clock_network": {
        "postCtsSetupBuffers": 0,
        "cts_tree": "built",
        "ctsHoldBuffers": 1,
        "postCtsResizedCells": 0,
        "clk_pin_slew_ns": 0.17,
    },
    "route": {
        "vias": 240000,
        "wl_per_cell_microns": 37.4,
        "routed_via_density": 6.29,
        "drt-initial-drc-count": 18100,
        "wl_microns": 1430000,
        "drc": 0,
        "first_pass_iters": 9,
        "ant_nets": 0,
    },
    "run": {
        "cap_viol_max_count": 2,
        "tool_warnings": 31,
    },
}
## routing by layer
layer / vias up / track usage / share of wire
li1: 100000 / - / -
met2: 15800 / 0.447 / 0.44
met4: 142 / 0.121 / 0.049
met1: 121000 / 0.418 / 0.30
met3: 2503 / 0.297 / 0.21
met5: - / 0.0534 / 0.0042
## critical path, stage by stage
cell,delay [ns]
clkdlybuf4s50_1,0.63
nor2b_1,0.17
buf_4,0.24
nand2_1,0.09
nor2_1,0.55
nand2_4,0.47
buf_4,0.47
buf_4,0.46
buf_4,0.42
nor2_2,0.34
buf_4,0.37
## placed cells by master (no fill, tap or decap), types with 31 or more instances in the layout
master / count
edfxtp_1: 12300
mux2i_1: 2482
mux4_2: 1856
buf_4: 1468
clkbuf_16: 1288
o221ai_1: 1051
a21oi_1: 625
o22ai_1: 596
nor2_2: 517
clkinv_1: 308
nor2_1: 303
nand2_1: 283
nor3_1: 248
clkbuf_1: 242
o21ai_0: 235
clkinv_2: 195
a22oi_1: 154
diode_2: 147
a211oi_1: 144
nor4_1: 138
bufinv_16: 91
nand4_1: 79
o31ai_1: 77
and3_1: 47
clkinvlp_4: 39
mux2_2: 35
a222oi_1: 34
inv_6: 34
buf_12: 31
## synth_stat cells, drive strengths merged (8+ instances only)
| library cell | count | share of area |
|---|---|---|
| a22oi | 154 | 0.0024 |
| and3 | 48 | 0.00063 |
| a22o | 10 | 0.00018 |
| o21ai | 240 | 0.0025 |
| buf | 781 | 0.013 |
| mux4 | 1856 | 0.088 |
| nand2b | 32 | 0.00042 |
| nor4 | 154 | 0.0021 |
| nor2b | 11 | 0.00014 |
| a21oi | 626 | 0.0066 |
| edfxtp | 12300 | 0.78 |
| o22ai | 596 | 0.0078 |
| clkbuf | 664 | 0.0052 |
| xor2 | 14 | 0.00026 |
| nor3 | 254 | 0.0027 |
| nand3 | 29 | 0.00030 |
| xnor2 | 16 | 0.00029 |
| ha | 14 | 0.00037 |
| nor2 | 825 | 0.0065 |
| a31oi | 16 | 0.00021 |
| or3 | 25 | 0.00033 |
| nand2 | 300 | 0.0024 |
| a211o | 20 | 0.00037 |
| a2111oi | 18 | 0.00034 |
| o221ai | 1066 | 0.020 |
| o32ai | 13 | 0.00024 |
| dfxtp | 34 | 0.0014 |
| o31ai | 77 | 0.0012 |
| nand4 | 79 | 0.0010 |
| mux2 | 35 | 0.00083 |
| a222oi | 34 | 0.00071 |
| and4 | 13 | 0.00024 |
| mux2i | 2482 | 0.052 |
| o2bb2ai | 8 | 0.00015 |
| a211oi | 151 | 0.0024 |
## worst max-delay path by stage
stage	end	cells after the start	start
CTS	Mem[218][11]$_DFFE_PP_	11	WriteEn_in
global route	Mem[218][0]$_DFFE_PP_	11	WriteEn_in
finish	Mem[218][0]$_DFFE_PP_	11	WriteEn_in
## kinds of logic after synthesis
family,Yosys count,share of synthesized area
fa+ha+maj,14,0.000368
mux,4373,0.141
simple gates,1801,0.0172
xor+xnor,30,0.000551
flops,12300,0.777
other cells,1,0.00000787
buf+inv,1451,0.0186
latches,1,0.0000315
compound gates,3045,0.0453
## power by group
group | leakage, nW | total (mW) | internal [mW] | switching [mW]
Sequential | 111 | 3.42 | 3.42 | 0.00101
Combinational | 31.7 | 0.290 | 0.0922 | 0.198
Clock | 19.5 | 2.76 | 1.57 | 1.19
Total | 162 | 6.48 | 5.08 | 1.39
## stage by stage
stage                util  hold slack, ns
floorplan               -           0.429
global placement    0.524           0.513
detailed placement  0.524           0.499
CTS                 0.566           0.100
global route        0.566           0.139
finish              0.566           0.121
## area by class of cell
class	instances	area, sq um
fill	68300	412000
sequential	12300	370000
multi-input combinational	9265	99000
clock buffer	1530	33100
tap	12600	15800
timing repair buffer	1553	12300
clock inverter	741	6900
antenna	147	368
inverter	6	37.5
## sequential cells by signal (all words and copies together), names as in the netlist
| signal | cells |
|---|---|
| GrayCounter_pRd.BinaryCount | 9 |
| Empty_out | 1 |
| Full_out | 1 |
| GrayCounter_pWr.BinaryCount | 9 |
| GrayCounter_pRd.GrayCount_out | 8 |
| Data_out | 24 |
| Status | 1 |
| Mem | 12288 |
| GrayCounter_pWr.GrayCount_out | 8 |
Power is estimated from default activity; no workload was simulated.
