==> flow/design.v <==
`timescale 1ns / 1ps
module display_plane(input clk,
                    input rst_n,
                    output [12:0] addr_out,  
                    output reg read_mem,  
                    input [23:0] data_in,  
                    output [23:0] data_out,  
                    output reg wr_en,  
                    input fifo_full,  
                    input fifo_empty  
                    );
reg [2:0] horz_cnt; 
reg [12:0] curr_loc, horz_start;
wire [12:0] horz_end;
localparam IDLE=1'b0, WRITE_FIFO=1'b1;
reg st, nxt_st;
assign addr_out = curr_loc;
assign data_out = wr_en ? data_in : 1'bz;
always @(posedge clk, negedge rst_n) begin
    if(!rst_n) begin
        horz_cnt <= 3'b0;
    end else begin
        if(curr_loc == horz_end)
            horz_cnt <= horz_cnt +1;
    end
end
always @(posedge clk, negedge rst_n) begin
    if(!rst_n) begin
       horz_start <= 13'b0; 
    end else begin
        if((horz_cnt == 7) && (curr_loc == horz_end))
            if(curr_loc == 4799)
                horz_start <= 0;
            else
                horz_start <= horz_start +80; 
    end
end
assign horz_end = horz_start + 79;
always @(posedge clk, negedge rst_n) begin
    if(!rst_n) begin
        curr_loc <= 13'b0;
    end else begin
        if(read_mem)
            if((curr_loc == horz_end) && (horz_cnt != 7))
                curr_loc <= horz_start;
	    else if(curr_loc == 4799)
		curr_loc <= 0;
            else
                curr_loc <= curr_loc +1;
    end
end
always @(posedge clk, negedge rst_n) begin
    if(!rst_n) begin
        st <= IDLE;
    end else begin
        st <= nxt_st;
    end
end
always@(*) begin
read_mem = 1'b0;
wr_en = 1'b0;
    case(st)
        IDLE:
            if(fifo_empty) begin
                nxt_st = WRITE_FIFO;
            end else begin
                nxt_st = IDLE;
            end
        WRITE_FIFO:
            if(!fifo_full) begin
                read_mem = 1'b1;
                wr_en = 1'b1;
                nxt_st = WRITE_FIFO;
            end else begin
                nxt_st = IDLE;
            end
    endcase
end
endmodule
==> flow/run.sh <==
#!/bin/bash
# OpenROAD 26Q1-2900-gdf79404cd8, Yosys 0.63+post, stock flow scripts
make -C /OpenROAD-flow-scripts/flow DESIGN_CONFIG=/design/flow/config.mk WORK_HOME=/design/flow/orfs finish
==> flow/config.mk <==
export PLATFORM = sky130hd
export DESIGN_NAME = display_plane
export DESIGN_NICKNAME = display_plane
export VERILOG_FILES = /design/flow/design.v
export SDC_FILE = /design/flow/constraint.sdc
export NUM_CORES = 4
export LEC_CHECK = 1
export CORE_AREA = 10 10 109 109
export DIE_AREA = 0 0 119 119
==> flow/constraint.sdc <==
current_design display_plane

set clk_period 3.0
set clk_io_pct 0.2

create_clock -name clk0 -period $clk_period [get_ports {clk}]

set non_clock_inputs [all_inputs -no_clocks]
set_input_delay [expr $clk_period * $clk_io_pct] -clock clk0 $non_clock_inputs
set_output_delay [expr $clk_period * $clk_io_pct] -clock clk0 [all_outputs]
==> results_tabular.tex <==
% Synthesis and place-and-route results
\begin{tabular}{lr}
\hline
Metric & Value \\
\hline
\multicolumn{2}{l}{\textbf{Timing}} \\
Final Slew Violations & 0 \\
Worst-case hold slack & 0.4741 ns \\
Post-layout min period & 2.658 ns \\
Worst Max-Slew Pin Slew & between 0.7 and 0.8 ns \\
Highest clock frequency the design can meet & $\sim$380 MHz \\
Count of final hold-check violations & 0 \\
Post-route setup slack & 0.3425 ns \\
Setup repair after global routing missed its margin & no \\
Fin Clk Skew & 0.005418 ns \\
Max-slew headroom & 0.5124 \\
Total negative slack & 0 ns \\
Count of final setup violators & 0 \\
Post-route clock period utilization & 0.8858 \\
\multicolumn{2}{l}{\textbf{Worst setup path}} \\
Dominant cell type by count on the critical path & sky130\_fd\_sc\_hd\_\_clkdlybuf4s50\_1 \\
Max stage delay cell, worst path & sky130\_fd\_sc\_hd\_\_clkdlybuf4s50\_1 \\
Critical Path, Cell by Cell & clkdlybuf4s50\_1 -> nand2b\_1 -> inv\_1 -> buf\_4 -> and2\_1 -> clkdlybuf4s50\_1 \\
Largest incremental delay on the critical path & around 0.47 ns \\
Maximum fanout along the worst path & 27 \\
Crit path kind & in2out \\
Endpoint arrival time on the critical path & between 2 and 2.5 ns \\
FF-to-FF Start & horz\_start[6] \\
Stages on worst setup path & 6 \\
Worst Setup SP & fifo\_full \\
Critical register-to-register path endpoint & curr\_loc[11] \\
Last element of the critical path & data\_out[0] \\
Path depth of the worst reg2reg path & 6 \\
Setup slack on the worst flop-to-flop path & roughly 0.44 ns \\
Element type at the critical path start & primary input \\
Critical Path End Type & output pin \\
Kind of cell with the highest combined delay on the critical path & buffers and inverters \\
Crit path buf inv count & 4 \\
Required time at the worst-slack endpoint & 2.40 ns \\
\multicolumn{2}{l}{\textbf{Synth}} \\
Main synth FF type & sky130\_fd\_sc\_hd\_\_dfrtp\_1 \\
Combinational family with the most area after synthesis & simple AND/OR/NAND/NOR gates \\
Number of enable flip-flop cells & 0 \\
Post-synthesis cell type count & just over 50 \\
Top cells by instance count after synthesis & 28 x sky130\_fd\_sc\_hd\_\_and2\_1, 26 x sky130\_fd\_sc\_hd\_\_dfrtp\_1, 26 x sky130\_fd\_sc\_hd\_\_nand3\_1 \\
Synthesis area per yosys & slightly above 0.002 mm2 \\
Number of storage elements in the synthesis netlist & 26 \\
Post-Synthesis Cells & around 250 \\
Syn. warnings & 2 \\
Mux share & 0.02092 \\
Seq/Total Area, Yosys & 0.3200 \\
Largest area contributor in the netlist & sky130\_fd\_sc\_hd\_\_dfrtp\_1 \\
Aoi/oai-family share of the synthesized area & 0.2012 \\
Post-synth top area share & 0.3200 \\
Xor+xnor area frac & 0.03446 \\
Post-synthesis share of cell area spent on full adders, half adders and majority gates & 0.03077 \\
Share of synthesized registers carrying an async set or reset & 1.000 \\
Mean area per synthesized cell & 8.299 um2 \\
Total standard cell area after synthesis & between 0.002 and 0.0025 mm2 \\
Post-synthesis cell count from yosys & around 250 \\
Ranking of synthesized cells by area & sky130\_fd\_sc\_hd\_\_dfrtp\_1 32\%, sky130\_fd\_sc\_hd\_\_and2\_1 8.6\%, sky130\_fd\_sc\_hd\_\_nand3\_1 6.4\% \\
Area share of and/or/nand/nor cells after synthesis & 0.3354 \\
Most common cell in the synthesized netlist & sky130\_fd\_sc\_hd\_\_and2\_1 \\
\multicolumn{2}{l}{\textbf{Layout}} \\
Layout overhead on the synthesized area & 39.94\% \\
Non-filler instance count after layout & around 430 \\
Share of post-route cells with drive strength above 1 & 0.06667 \\
Filler Cell Count & roughly 1000 \\
\multicolumn{2}{l}{\textbf{Floorplanning}} \\
Total I/O pin count & 67 \\
Die Width & approximately 120 um \\
Floorplan Utilization & 0.2109 \\
Total core area & roughly 0.0096 mm2 \\
Die outline height & around 120 um \\
Placement Rows & 36 \\
Area enclosed by the die boundary & roughly 0.014 mm2 \\
\multicolumn{2}{l}{\textbf{Clock network}} \\
Number of buffers inserted during clock tree synthesis & 3 \\
Cell at the root of the clock tree & sky130\_fd\_sc\_hd\_\_clkbuf\_8 \\
CTS HTree Levels & 1 \\
Setup Buffers After CTS & 0 \\
Clock buffer depth & 2 \\
TritonCTS clock tree & built \\
PostCTS Resize Cnt & 0 \\
Number of clock sinks & 26 \\
Clock slew seen by the registers of the worst setup and hold paths & approximately 0.090 ns \\
Clk Latency, worst-skew pair & $\sim$0.27 ns \\
Number of buffers added to fix hold violations after cts & 0 \\
\multicolumn{2}{l}{\textbf{Drt}} \\
Detailed-route wire length & approximately 5.9 mm \\
Routed wire length per instance & around 14 um \\
Remaining antenna violation count after routing & 0 \\
Detailed-router iteration count before antenna repair & 4 \\
1st-iter DRT viols & between 100 and 150 \\
Via-per-instance ratio & around 4.6 \\
Total via count in the routed design & a little under 2000 \\
Antenna diode instance count & 0 \\
Drt drc & 0 \\
\multicolumn{2}{l}{\textbf{GRT}} \\
Antenna violations before repair & 0 \\
Overall routing resource usage & 0.07989 \\
Vias in the first global route & about 1900 \\
Maximum number of pins on one net before global-route repair & 28 \\
Gr ovfl total & 0 \\
Wire length of the first global-routing pass & between 9 and 10 mm \\
\multicolumn{2}{l}{\textbf{Placement}} \\
Detailed Place HPWL & approximately 4.5 mm \\
Cell count after placement & about 430 \\
Global placer's final weighted congestion & slightly above 0.8 \\
Place WS & 0.3124 ns \\
Port Buf Inserts & approximately 66 \\
\multicolumn{2}{l}{\textbf{Power}} \\
Power per cell area & approximately 350 mW/mm2 \\
Leakage power of the design & around 1.1 nW \\
Maximum ir drop on the vdd rail & 0.1810 mV \\
\multicolumn{2}{l}{\textbf{Job}} \\
Max Cap Violations & 0 \\
Number of warnings in the stage logs & 26 \\
\multicolumn{2}{l}{\textbf{Outcome}} \\
Outcome & complete, no violations \\
\multicolumn{2}{l}{\textbf{Worst hold path}} \\
Path category of the worst min-delay check & reg2reg \\
\hline
\end{tabular}
worst min path at each step:
stage,from,to,cells after the start
after global routing,horz_cnt[0],horz_cnt[0],1
final,st,st,1
after CTS,st,st,1
registers in the layout, summed over array words and instances (netlist names):
name / cells
curr_loc: 13
horz_cnt: 3
horz_start: 9
st: 1
per-layer routing:
layer | vias up | track usage | part of all wire
met2 | 67 | 0.1158 | 0.43
met3 | 4 | 0.02638 | 0.084
met1 | 921 | 0.1170 | 0.47
li1 | 992 | - | -
met4 | 0 | 0.008397 | 0.011
met5 | - | 0 | 0
layout make-up:
type	instances	area (um2)	share of cell area
clock buffers	3	41.29	0.01451
repair buffers	72	705.7	0.2480
multi-input cells	195	1266	0.4450
inverters	4	15.01	0.005277
well taps	133	166.4	0.05849
flip-flops and latches	26	650.6	0.2287
layout by cell type, fill, tap and decap left out, drive strengths merged, types with 3 or more instances in the layout:
master         netlist  routed
a211oi               4       4
a21oi                6       6
a2bb2oi              3       3
and2                30      30
and3                 9       9
buf                  7       6
clkbuf              13       3
clkdlybuf4s50        0      66
dfrtp               26      26
ha                   5       5
inv                  4       4
nand2               25      25
nand2b               7       7
nand3               26      26
nor2                 5       5
nor3                 7       7
o211ai               5       5
o21ai               18      18
o31ai                4       4
or3                  3       3
xnor2                5       5
xor2                 3       3
stage by stage:
| stage | util | cell area, um2 | total power, mW |
|---|---|---|---|
| 4_1_cts | 0.2952 | 2845 | 1.026 |
| 2_1_floorplan | - | 2033 | 0.6144 |
| 3_3_place_gp | 0.2909 | 2804 | 0.8181 |
| 3_5_place_dp | 0.2909 | 2804 | 0.8202 |
| 5_1_grt | 0.2952 | 2845 | 1.089 |
| 6_report | 0.2952 | 2845 | 1.005 |
where the power goes:
part           total, mW  internal, mW  switching, mW
Combinational      0.351         0.220          0.131
Clock              0.197        0.0900          0.107
Sequential         0.457         0.386         0.0711
cells by family (layout without fill, tap and decap cells):
logic type               count (synthesis)  count (layout)
AND/OR/NAND/NOR                        125             125
AND-OR/OR-AND                           53              53
flip-flops                              26              26
buffers and inverters                   24              79
XOR/XNOR                                 8               8
adder cells (fa/ha/maj)                  5               5
multiplexers                             4               4
Power figures rest on the tool's default switching activity, not on a simulated workload.
